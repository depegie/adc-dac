### design/flow/design.v
`timescale 1ns / 1ps
module Clk1kHz #(
    parameter DIVISOR = 17'd125_000)
    (
    input logic clk_125MHz,
    output logic clk_1kHz = 1'b0
    );
    logic [16:0] counter = 17'd0;
    always_ff @(posedge clk_125MHz) begin
        if (counter >= DIVISOR - 1) begin
            counter <= 17'd0;
        end
        else begin
            counter <= counter + 17'd1;
        end
    end
    always_ff @(posedge clk_125MHz) begin
        if (counter < DIVISOR/2) begin
            clk_1kHz <= 1'b0;
        end
        else begin
            clk_1kHz <= 1'b1;
        end
    end
endmodule
`timescale 1ns / 1ps
module DigitalSineGen #(
    parameter NUM_OF_BITS       = 4'd12,                             
    parameter INITIAL_DATA_VAL  = 2**NUM_OF_BITS/2,                  
    parameter INITIAL_DIRECTION = 1'b1,                              
    parameter MIN_DATA_VAL      = 12'd0,                             
    parameter MAX_DATA_VAL      = 2**NUM_OF_BITS - 1)                
    (
    input logic                         Clk,                         
    input logic                         Rst,                         
    output logic [NUM_OF_BITS-1 : 0]    data    = INITIAL_DATA_VAL   
    );
    logic direction = INITIAL_DIRECTION;                             
    logic clk_1kHz;
    Clk1kHz freq_1kHz(.clk_125MHz(Clk), .clk_1kHz(clk_1kHz));
    always_ff @(posedge clk_1kHz) begin
        if (Rst) begin
            data <= INITIAL_DATA_VAL;
        end
        else if (direction) begin
            data <= data + 1;
        end
        else if (!direction) begin
            data <= data - 1;
        end
    end
    always_ff @(posedge clk_1kHz) begin
        if (Rst) begin
            direction <= INITIAL_DIRECTION;
        end
        else if (data == MAX_DATA_VAL-1) begin
            direction <= 0;
        end
        else if (data == MIN_DATA_VAL+1) begin
            direction <= 1;
        end
        else begin
            direction <= direction;
        end
    end
endmodule
### design/flow/run.sh
#!/bin/bash
# OpenROAD 26Q1-2900-gdf79404cd8, Yosys 0.63+post, stock flow scripts
make -C /OpenROAD-flow-scripts/flow DESIGN_CONFIG=/design/flow/config.mk WORK_HOME=/design/flow/orfs finish
### design/flow/config.mk
export PLATFORM = sky130hd
export DESIGN_NAME = DigitalSineGen
export DESIGN_NICKNAME = DigitalSineGen
export VERILOG_FILES = /design/flow/design.v
export SDC_FILE = /design/flow/constraint.sdc
export NUM_CORES = 4
export LEC_CHECK = 1
export CORE_AREA = 10 10 111 111
export DIE_AREA = 0 0 121 121
### design/flow/constraint.sdc
current_design DigitalSineGen

set clk_period 3.6
set clk_io_pct 0.2

create_clock -name clk0 -period $clk_period [get_ports {Clk}]

set non_clock_inputs [all_inputs -no_clocks]
set_input_delay [expr $clk_period * $clk_io_pct] -clock clk0 $non_clock_inputs
set_output_delay [expr $clk_period * $clk_io_pct] -clock clk0 [all_outputs]
==> git commit body <==
Store results of the implementation flow

- RSZ-0062 raised after global routing: no
- In the final layout, the share of cells above drive strength 1 is 9.18%.
- Power density cells: 174 mW/mm²
* Global router's overall resource usage: 4.04%
- Post-route antenna net violation count: 0
- Once iteration 0 of detailed routing completed, the report listed 87 DRC markers.
- Warnings raised by the tools during the run amount to 28.
- Final hold violation count: 0
- Summing all multi-input logic gate instances after layout gives 968 µm².
- The timing report notes that buffer and inverter cells on the critical path total 0.
- Mux cell area share after synthesis: 3.85%
* Max transition margin: 58.9%
- Looking at the cell usage after synthesis, the top flip-flop cell is dfxtp_1.
- Yosys stat counts 192 cells in the synthesized netlist.
* Critical-path cell list: ha_1 -> a21o_1 -> nand3_1 -> a31oi_4 -> nor2_1
- CTS built an H-tree with a depth of 1.
- Cell accounting for the most synthesized area: dfxtp_1
- Data on the critical path arrives at its endpoint at 1790 ps.
- For this design the static power due to leakage is 0.704 nW.
- The area recorded from the Yosys report for this design is 0.00169 mm².
* Share of the clock period used by the worst path after layout: 46.6%
* Critical path fanouts, max: 17
- Number of antenna violations at the first check in global routing: 0
- At the pin with the least slew margin, the transition time is 614 ps.
- Warnings reported by Yosys during synthesis add up to 2.
- The first global-routing pass estimated 5260 µm of wire.
- Clock tree from TritonCTS: built
* Slowest CP cell: a31oi_4
* Sequential standard cell area: 621 µm²
- The floorplan report gives the top-level pin count as 14.
- Based on the critical path, the design can be clocked at up to 596 MHz.
* Main logic family after synthesis: simple AND/OR/NAND/NOR gates
* Total Negative Setup Slacks: 0 ps
* Total die size: 0.0146 mm²
- Synthesized-area fraction occupied by ao, oa, aoi and oai cells: 9.93%
- For the finished layout, the period the worst path requires is 1680 ps.
- Source-to-sink clock delay at the later pin of the worst-skew pair: 250 ps
- TritonRoute output was used to compute an average wire per cell of 9.10 µm.
* Largest delay contributor family on the critical path: AND-OR/OR-AND gates
- STA classifies the critical path endpoint as a flip-flop.
- Per the detail_route report, inserted antenna diodes total 0.
* Critical path data required time: 3720 ps
- Number of unconstrained endpoints: 25
- Kind of launch point of the worst setup path: flip-flop
- Post-synth EDFFs: 0
- The final timing report gives a worst setup slack of 1920 ps.
- Cell area after synthesis: 0.00169 mm²
- Dividing the detail-routed via count by the number of cells gives 3.88.
* Placer congestion estimate: 0.807
- Outcome: complete, no violations
* Synth async-reset ratio: 0%
* Number of cells upsized or downsized after cts: 0
- Routed length on met3: 187 µm
- Count of TritonRoute iterations in the first routing pass: 4
- Seq share, synth: 36.7%
- Top Metal Used: met4
* Routed Wire Length: 2990 µm
* Maximum number of pins on one net before global-route repair: 19
* Overflow after GRT: 0
* Clock tree root buffer cell: clkbuf_8
- Counting flops and latches in the post-synthesis netlist gives 31.
* Quantity of hold-fixing buffers added after cts: 0
- Clock transition at the registers of the reported paths: 60 ps
- Cell variety after synth: 44
* Minimum setup slack after placement: 1940 ps
- Critical path type: flip-flop to flip-flop
- Total of endpoints with negative setup slack in the final report: 0
- Synthesized area per cell: 8.80 µm²
- In this run, the synthesized area fraction spent on xor and xnor cells is recorded as 8.81%.
- Floorplan die height: 121 µm
- In the routed design, unresolved DRC markers number 0.
* Final clock skew: 0.507 ps
* Routed metal-1 wire length: 1620 µm
- Count of unclocked register or latch pins: 13
- In this run, the synthesized area fraction spent on adder and majority cells is recorded as 3.70%.
* Buffer levels on the longest clock path: 2
- Max-slew check failures listed in the final report amount to 0.
- The run reported a max-capacitance violation count of 0.
- Core region area: 0.00986 mm²
- The number of global-route vias before repair came to 1,198.
- Synth-to-Final Area Change: 14.7%
- The routed layout has 1,277 vias.
- Initial Util: 17.1%
- Synthesized netlist cell count: 192
* Dpl hpwl: 2200 µm
- The main area contributors are dfxtp_1, nor2_1, xor2_1.
* Number of clock buffers inserted by TritonCTS: 3
- For reference, the placement row count at floorplan is 36.
- The placement report lists the number of port buffers as 13.
- In this run the biggest area consumer among cell types represents 36.7% of the synthesized area.
- Synthesized-area fraction occupied by and/or/nand/nor cells: 31.0%
* Peak ir drop on the vdd network: 133 µV
- The top cell types in the final layout, fill and taps aside, are dfxtp_1, nor2_1, clkdlybuf4s50_1.
- The filler cells instantiated in the layout total 1,074.
- The die is 121 µm wide.
- Worst hold path class: flip-flop to flip-flop
- By instance count after routing, the leading logic cell type is dfxtp_1.
- For this run, the slowest stage of the critical path takes 500 ps.
- WL met2: 1180 µm
- Buffer count from post-CTS setup fixing: 0
state kept, by name, indices dropped and copies added (netlist names):
name                cells
data                   12
freq_1kHz.counter      17
direction               1
freq_1kHz.clk_1kHz      1
synthesized netlist by cell type, types with 2 or more instances:
library cell / n
a21oi_1: 8
clkbuf_1: 2
xor2_1: 11
nor4_1: 6
buf_2: 2
buf_6: 3
buf_4: 2
ha_1: 5
o21ai_0: 3
xnor2_1: 6
and2_1: 2
a31oi_1: 2
mux2i_1: 2
and3_1: 3
nor4b_1: 2
nor3_1: 5
nand2_1: 8
nor2b_1: 6
a21o_1: 2
dfxtp_1: 31
and4_1: 3
nor2_1: 30
nand4_1: 9
o31ai_1: 3
mux2_2: 4
inv_1: 3
nand3_1: 12
metal layers:
layer  global-route usage [%]  up-vias
met3                     1.09        2
met4                   0.0754        0
met1                     5.79      569
met2                     6.29       17
li1                         -      689
met5                        0        -
where the power goes:
| group | total [W] | switching, W | internal [W] |
|---|---|---|---|
| clock network | 0.000133 | 0.0000592 | 0.0000741 |
| registers | 0.000199 | 0 | 0.000199 |
| logic | 0.00000549 | 0.00000356 | 0.00000193 |
| total | 0.000338 | 0.0000628 | 0.000275 |
area by class of cell:
class | instances | area share (%)
multi-input combinational | 146 | 50.0
sequential | 31 | 32.0
tap | 133 | 8.59
timing repair buffer | 13 | 6.71
clock buffer | 3 | 2.13
inverter | 3 | 0.581
path summary, 6_finish.rpt:
| path | slack [ps] | from | endpoint | cells after the start |
|---|---|---|---|---|
| max | 1920 | freq_1kHz.counter[0] | freq_1kHz.counter[7] | 5 |
| min | 510 | freq_1kHz.counter[0] | freq_1kHz.counter[0] | 1 |
| max reg2reg | 1920 | freq_1kHz.counter[0] | freq_1kHz.counter[7] | 5 |
| min reg2reg | 510 | freq_1kHz.counter[0] | freq_1kHz.counter[0] | 1 |
per-stage QoR:
stage / total power [W] / instances / instance area (µm²) / hold slack, ps / utilization (%)
floorplan: 0.000208 / 192 / 1690 / 465 / -
global placement: 0.000209 / 326 / 1900 / 493 / 19.2
detailed placement: 0.000209 / 326 / 1900 / 495 / 19.2
CTS: 0.000344 / 329 / 1940 / 509 / 19.6
global route: 0.000350 / 329 / 1940 / 532 / 19.6
finish: 0.000338 / 329 / 1940 / 505 / 19.6
kinds of logic (layout without fill, tap and decap cells):
family / after synthesis / after routing
and+or+nand+nor: 94 / 94
buffers and inverters: 15 / 19
xor gates and xnor gates: 17 / 17
DFF: 31 / 31
muxes: 6 / 6
adders and majority gates: 5 / 5
AOI/OAI and AO/OA: 24 / 24
worst reg2reg max path: stages (launching register included):
cell and delay (ps):
dfxtp_1 430, ha_1 280, a21o_1 120, nand3_1 110, a31oi_4 500, nor2_1 100
No activity file was given, so power comes from the tool's default toggle rates.
